<file path="flow/run.sh">
#!/bin/bash
# OpenROAD 26Q1-2900-gdf79404cd8, Yosys 0.63+post, stock flow scripts
make -C /OpenROAD-flow-scripts/flow DESIGN_CONFIG=/design/flow/config.mk WORK_HOME=/design/flow/orfs finish
</file>
<file path="flow/config.mk">
export PLATFORM = sky130hd
export DESIGN_NAME = lcd1602
export DESIGN_NICKNAME = lcd1602
export VERILOG_FILES = /design/flow/design.v
export SDC_FILE = /design/flow/constraint.sdc
export NUM_CORES = 4
export LEC_CHECK = 1
export CORE_UTILIZATION = 40
</file>
<file path="flow/constraint.sdc">
current_design lcd1602

set clk_period 7.7
set clk_io_pct 0.2

create_clock -name clk0 -period $clk_period [get_ports {clk}]

set non_clock_inputs [all_inputs -no_clocks]
set_input_delay [expr $clk_period * $clk_io_pct] -clock clk0 $non_clock_inputs
set_output_delay [expr $clk_period * $clk_io_pct] -clock clk0 [all_outputs]
</file>
<file path="flow/design.v">
module lcd1602(
    input wire clk,
    input wire rst_n,
    input wire we,
    input wire [4:0] addr,
    input wire [7:0] din,
    output wire [7:0] dout,
    inout wire [7:0] DB,
    output reg RS,
    output reg RW,
    output reg EN
);
reg [7:0] dram [31:0]; 
reg [4:0] addr_r;
always @ (posedge clk) begin
    if (we) begin
        dram[addr] <= din;
    end
end
always @ (posedge clk) begin
    if (~we) begin
        addr_r <= addr;
    end
end
assign dout = dram[addr_r];
reg wr_en; 
reg wr_rs; 
reg wr_rd; 
reg [7:0] wr_cmd; 
reg DBo_en; 
reg [7:0] DBo; 
reg BF; 
assign DB = DBo_en ? DBo : 8'hz;
reg [2:0] state, state_n;
localparam idle=3'h0; 
localparam bf_w=3'h1; 
localparam bf_e=3'h2; 
localparam bf_r=3'h3; 
localparam cm_w=3'h4; 
localparam cm_e=3'h5; 
localparam cm_r=3'h6; 
localparam wend=3'h7; 
always @(posedge clk) begin
    if (!rst_n) begin
        state <= idle;
        BF <= 0;
    end
    else begin
        state <= state_n;
        BF <= DB[7];
    end
end
always @(*) begin
    if (!rst_n) begin
        state_n = idle;
    end
    else begin
        case (state)
            idle:begin
                if (wr_en) begin
                    state_n = bf_w;
                end
                else begin
                    state_n = idle;
                end
            end
            bf_w:begin
                state_n = bf_e;
            end
            bf_e:begin
                state_n = bf_r;
            end
            bf_r:begin
                if (BF) begin
                    state_n = bf_w;
                end
                else begin
                    state_n = cm_w;
                end
            end
            cm_w:begin
                state_n = cm_e;
            end
            cm_e:begin
                state_n = cm_r;
            end
            cm_r:begin
                state_n = wend;
            end
            wend:begin
                state_n = idle;
            end
            default:begin
                state_n = idle;
            end
        endcase
    end
end
always @(*) begin
    if(!rst_n)begin
        DBo_en = 0;
        DBo = 0;
        RS = 0;
        RW = 0;
        EN = 0;
        wr_rd = 0;
    end
    else begin
        case (state)
            idle:begin
                DBo_en = 0;
                DBo = 0;
                RS = 0;
                RW = 0;
                EN = 0;
                wr_rd = 0;
            end
            bf_w:begin 
                DBo_en = 0; 
                DBo = 0;
                RS = 0; 
                RW = 1; 
                EN = 0;
                wr_rd = 0;
            end
            bf_e:begin
                DBo_en = 0; 
                DBo = 0;
                RS = 0; 
                RW = 1; 
                EN = 1;
                wr_rd = 0;
            end
            bf_r:begin
                DBo_en = 0; 
                DBo = 0;
                RS = 0; 
                RW = 1; 
                EN = 0;
                wr_rd = 0;
            end
            cm_w:begin
                DBo_en = 1; 
                DBo = wr_cmd;
                RS = wr_rs;
                RW = 0;
                EN = 0;
                wr_rd = 0;
            end
            cm_e:begin
                DBo_en = 1; 
                DBo = wr_cmd;
                RS = wr_rs;
                RW = 0;
                EN = 1;
                wr_rd = 0;
            end
            cm_r:begin
                DBo_en = 1; 
                DBo = wr_cmd;
                RS = wr_rs;
                RW = 0;
                EN = 0;
                wr_rd = 0;
            end
            wend:begin
                DBo_en = 0;
                DBo = 0;
                RS = 0;
                RW = 0;
                EN = 0;
                wr_rd = 1;
            end
            default:begin
                DBo_en = 0;
                DBo = 0;
                RS = 0;
                RW = 0;
                EN = 0;
                wr_rd = 0;
            end
        endcase
    end
end
reg flash, flash_n;
localparam init_38=6'd0; 
localparam init_01=6'd1;
localparam init_0c=6'd2;
localparam init_06=6'd3; 
localparam atfh_l1=6'd4; 
localparam atfh_0=6'd5;
localparam atfh_1=6'd6;
localparam atfh_2=6'd7;
localparam atfh_3=6'd8;
localparam atfh_4=6'd9;
localparam atfh_5=6'd10;
localparam atfh_6=6'd11;
localparam atfh_7=6'd12;
localparam atfh_8=6'd13;
localparam atfh_9=6'd14;
localparam atfh_10=6'd15;
localparam atfh_11=6'd16;
localparam atfh_12=6'd17;
localparam atfh_13=6'd18;
localparam atfh_14=6'd19;
localparam atfh_15=6'd20;
localparam atfh_l2=6'd21; 
localparam atfh_16=6'd22;
localparam atfh_17=6'd23;
localparam atfh_18=6'd24;
localparam atfh_19=6'd25;
localparam atfh_20=6'd26;
localparam atfh_21=6'd27;
localparam atfh_22=6'd28;
localparam atfh_23=6'd29;
localparam atfh_24=6'd30;
localparam atfh_25=6'd31;
localparam atfh_26=6'd32;
localparam atfh_27=6'd33;
localparam atfh_28=6'd34;
localparam atfh_29=6'd35;
localparam atfh_30=6'd36;
localparam atfh_31=6'd37;
always @(posedge clk) begin
    if (!rst_n) begin
        flash <= init_38;
    end
    else begin
        flash <= flash_n;
    end
end
always @(*) begin
    if (!rst_n) begin
        flash_n = init_38;
    end
    else begin
        case(flash)
            init_38:flash_n = wr_rd ? init_01 : init_38;
            init_01:flash_n = wr_rd ? init_0c : init_01;
            init_0c:flash_n = wr_rd ? init_06 : init_0c;
            init_06:flash_n = wr_rd ? atfh_l1 : init_06;
            atfh_l1:flash_n = wr_rd ? atfh_0  : atfh_l1;
            atfh_0 :flash_n = wr_rd ? atfh_1  : atfh_0 ;
            atfh_1 :flash_n = wr_rd ? atfh_2  : atfh_1 ;
            atfh_2 :flash_n = wr_rd ? atfh_3  : atfh_2 ;
            atfh_3 :flash_n = wr_rd ? atfh_4  : atfh_3 ;
            atfh_4 :flash_n = wr_rd ? atfh_5  : atfh_4 ;
            atfh_5 :flash_n = wr_rd ? atfh_6  : atfh_5 ;
            atfh_6 :flash_n = wr_rd ? atfh_7  : atfh_6 ;
            atfh_7 :flash_n = wr_rd ? atfh_8  : atfh_7 ;
            atfh_8 :flash_n = wr_rd ? atfh_9  : atfh_8 ;
            atfh_9 :flash_n = wr_rd ? atfh_10 : atfh_9 ;
            atfh_10:flash_n = wr_rd ? atfh_11 : atfh_10;
            atfh_11:flash_n = wr_rd ? atfh_12 : atfh_11;
            atfh_12:flash_n = wr_rd ? atfh_13 : atfh_12;
            atfh_13:flash_n = wr_rd ? atfh_14 : atfh_13;
            atfh_14:flash_n = wr_rd ? atfh_15 : atfh_14;
            atfh_15:flash_n = wr_rd ? atfh_l2 : atfh_15;
            atfh_l2:flash_n = wr_rd ? atfh_16 : atfh_l2;
            atfh_16:flash_n = wr_rd ? atfh_17 : atfh_16;
            atfh_17:flash_n = wr_rd ? atfh_18 : atfh_17;
            atfh_18:flash_n = wr_rd ? atfh_19 : atfh_18;
            atfh_19:flash_n = wr_rd ? atfh_20 : atfh_19;
            atfh_20:flash_n = wr_rd ? atfh_21 : atfh_20;
            atfh_21:flash_n = wr_rd ? atfh_22 : atfh_21;
            atfh_22:flash_n = wr_rd ? atfh_23 : atfh_22;
            atfh_23:flash_n = wr_rd ? atfh_24 : atfh_23;
            atfh_24:flash_n = wr_rd ? atfh_25 : atfh_24;
            atfh_25:flash_n = wr_rd ? atfh_26 : atfh_25;
            atfh_26:flash_n = wr_rd ? atfh_27 : atfh_26;
            atfh_27:flash_n = wr_rd ? atfh_28 : atfh_27;
            atfh_28:flash_n = wr_rd ? atfh_29 : atfh_28;
            atfh_29:flash_n = wr_rd ? atfh_30 : atfh_29;
            atfh_30:flash_n = wr_rd ? atfh_31 : atfh_30;
            atfh_31:flash_n = wr_rd ? atfh_l1 : atfh_31;
            default:flash_n = init_38;
        endcase
    end
end
always @(*) begin
    if (!rst_n) begin
        wr_cmd = 0;
        wr_rs = 0;
        wr_en = 0;
    end
    else begin
        case(flash)
            init_38:begin
                wr_cmd = 8'h38;
                wr_rs = 0;
                wr_en = 1;
            end
            init_01:begin
                wr_cmd = 8'h01;
                wr_rs = 0;
                wr_en = 1;
            end
            init_0c:begin
                wr_cmd = 8'h0c;
                wr_rs = 0;
                wr_en = 1;
            end
            init_06:begin
                wr_cmd = 8'h06;
                wr_rs = 0;
                wr_en = 1;
            end
            atfh_l1:begin
                wr_cmd = 8'h80;
                wr_rs = 0;
                wr_en = 1;
            end
            atfh_0:begin
                wr_cmd = dram[0];
                wr_rs = 1;
                wr_en = 1;
            end
            atfh_1:begin
                wr_cmd = dram[1];
                wr_rs = 1;
                wr_en = 1;
            end
            atfh_2:begin
                wr_cmd = dram[2];
                wr_rs = 1;
                wr_en = 1;
            end
            atfh_3:begin
                wr_cmd = dram[3];
                wr_rs = 1;
                wr_en = 1;
            end
            atfh_4:begin
                wr_cmd = dram[4];
                wr_rs = 1;
                wr_en = 1;
            end
            atfh_5:begin
                wr_cmd = dram[5];
                wr_rs = 1;
                wr_en = 1;
            end
            atfh_6:begin
                wr_cmd = dram[6];
                wr_rs = 1;
                wr_en = 1;
            end
            atfh_7:begin
                wr_cmd = dram[7];
                wr_rs = 1;
                wr_en = 1;
            end
            atfh_8:begin
                wr_cmd = dram[8];
                wr_rs = 1;
                wr_en = 1;
            end
            atfh_9:begin
                wr_cmd = dram[9];
                wr_rs = 1;
                wr_en = 1;
            end
            atfh_10:begin
                wr_cmd = dram[10];
                wr_rs = 1;
                wr_en = 1;
            end
            atfh_11:begin
                wr_cmd = dram[11];
                wr_rs = 1;
                wr_en = 1;
            end
            atfh_12:begin
                wr_cmd = dram[12];
                wr_rs = 1;
                wr_en = 1;
            end
            atfh_13:begin
                wr_cmd = dram[13];
                wr_rs = 1;
                wr_en = 1;
            end
            atfh_14:begin
                wr_cmd = dram[14];
                wr_rs = 1;
                wr_en = 1;
            end
            atfh_15:begin
                wr_cmd = dram[15];
                wr_rs = 1;
                wr_en = 1;
            end
            atfh_l2:begin
                wr_cmd = 8'hc0;
                wr_rs = 0;
                wr_en = 1;
            end
            atfh_16:begin
                wr_cmd = dram[16];
                wr_rs = 1;
                wr_en = 1;
            end
            atfh_17:begin
                wr_cmd = dram[17];
                wr_rs = 1;
                wr_en = 1;
            end
            atfh_18:begin
                wr_cmd = dram[18];
                wr_rs = 1;
                wr_en = 1;
            end
            atfh_19:begin
                wr_cmd = dram[19];
                wr_rs = 1;
                wr_en = 1;
            end
            atfh_20:begin
                wr_cmd = dram[20];
                wr_rs = 1;
                wr_en = 1;
            end
            atfh_21:begin
                wr_cmd = dram[21];
                wr_rs = 1;
                wr_en = 1;
            end
            atfh_22:begin
                wr_cmd = dram[22];
                wr_rs = 1;
                wr_en = 1;
            end
            atfh_23:begin
                wr_cmd = dram[23];
                wr_rs = 1;
                wr_en = 1;
            end
            atfh_24:begin
                wr_cmd = dram[24];
                wr_rs = 1;
                wr_en = 1;
            end
            atfh_25:begin
                wr_cmd = dram[25];
                wr_rs = 1;
                wr_en = 1;
            end
            atfh_26:begin
                wr_cmd = dram[26];
                wr_rs = 1;
                wr_en = 1;
            end
            atfh_27:begin
                wr_cmd = dram[27];
                wr_rs = 1;
                wr_en = 1;
            end
            atfh_28:begin
                wr_cmd = dram[28];
                wr_rs = 1;
                wr_en = 1;
            end
            atfh_29:begin
                wr_cmd = dram[29];
                wr_rs = 1;
                wr_en = 1;
            end
            atfh_30:begin
                wr_cmd = dram[30];
                wr_rs = 1;
                wr_en = 1;
            end
            atfh_31:begin
                wr_cmd = dram[31];
                wr_rs = 1;
                wr_en = 1;
            end
            default:begin
                wr_cmd = 0;
                wr_rs = 0;
                wr_en = 0;
            end
        endcase
    end
end
endmodule 
</file>
==> tab_implementation.tex <==
% Auto-generated results table
\begin{tabular}{lr}
\hline
Metric & Value \\
\hline
\multicolumn{2}{l}{\textbf{Synth}} \\
\quad Area figure in the yosys stat output & 10600 sq um \\
\quad Post-synth design cell area & 10600 sq um \\
\quad Post-synthesis adder-cell area fraction & 0\% \\
\quad Post-synthesis share of cell area spent on xor and xnor gates & 0.0828\% \\
\quad Main flop type after synthesis & sky130\_fd\_sc\_hd\_\_edfxtp\_1 \\
\quad Share of async-settable or async-resettable flops after synthesis & 0\% \\
\quad Top cell type's share of synthesized area & 74.1\% \\
\quad Area fraction in and, or, nand and nor cells & 2.86\% \\
\quad Main kind of combinational logic by area & multiplexers \\
\quad Registers, synthesis & 275 \\
\quad Part of the Yosys area used for sequential elements & 76.7\% \\
\quad Number of cells in Yosys stat & 464 \\
\quad Avg Synthesized Cell Area & 22.8 sq um \\
\quad Cell types with the highest counts after synthesis & sky130\_fd\_sc\_hd\_\_edfxtp\_1, sky130\_fd\_sc\_hd\_\_mux4\_2, sky130\_fd\_sc\_hd\_\_nor2\_1, sky130\_fd\_sc\_hd\_\_dfxtp\_1, sky130\_fd\_sc\_hd\_\_mux2\_2 \\
\quad Synthesis Warnings & 2 \\
\quad Gate count of the mapped netlist & 464 \\
\quad Main area contributors & sky130\_fd\_sc\_hd\_\_edfxtp\_1, sky130\_fd\_sc\_hd\_\_mux4\_2, sky130\_fd\_sc\_hd\_\_dfxtp\_1, sky130\_fd\_sc\_hd\_\_mux2\_2, sky130\_fd\_sc\_hd\_\_nor2\_1 \\
\quad Largest area contributor in the netlist & sky130\_fd\_sc\_hd\_\_edfxtp\_1 \\
\quad Post-Synth AOI/OAI Area & 0\% \\
\quad Share of synthesized area spent on multiplexers & 18.4\% \\
\quad Number of enable flip-flop cells & 261 \\
\quad Most common cell in the synthesized netlist & sky130\_fd\_sc\_hd\_\_edfxtp\_1 \\
\quad Count of cell types in the netlist & 23 \\
\multicolumn{2}{l}{\textbf{Placement}} \\
\quad Final RePlAce weighted congestion & 0.784 \\
\quad DP Cell Count & 809 \\
\quad Post-Place Worst Slack & 2.53 ns \\
\quad I/O Buffers & 25 \\
\quad Detailed-placement wirelength estimate & 12300 microns \\
\multicolumn{2}{l}{\textbf{Global route}} \\
\quad Busiest layer in global routing & met2 \\
\quad Gr usage total & 17.4\% \\
\quad GR Layer Usage met3 & 12.5\% \\
\quad Initial antenna violation count & 0 \\
\quad Leftover overflow at the end of global routing & 0 \\
\quad Met2 GRT Util & 25.7\% \\
\quad Met1 Resource Use GR & 22.5\% \\
\quad Vias in the first global route & 5099 \\
\quad Global-route wire length before repair & 30200 microns \\
\quad Pin count of the biggest net entering global routing & 34 \\
\multicolumn{2}{l}{\textbf{Floorplan}} \\
\quad Initial Utilization & 40.7\% \\
\quad Total Die Area & 27100 sq um \\
\quad Placeable core area & 26000 sq um \\
\quad Die Span X & 165 microns \\
\quad Site row count & 59 \\
\quad Chip height & 165 microns \\
\quad Total I/O pin count & 35 \\
\multicolumn{2}{l}{\textbf{Power and ir drop}} \\
\quad Switching power & 0.000641 W \\
\quad Cell-internal power & 0.00253 W \\
\quad Leakage component of the power & 3.75 nW \\
\quad Net switching share of the total power & 20.2\% \\
\quad Relative contribution of sequential cells to total power & 52.9\% \\
\quad Power per Cell Area & 263 nW/um\^{}2 \\
\quad Maximum VDD drop & 0.151 mV \\
\quad Relative contribution of combinational cells to total power & 7.0\% \\
\quad Clock power share & 40.0\% \\
\multicolumn{2}{l}{\textbf{Final timing}} \\
\quad Clock period minus final worst setup slack & 5.37 ns \\
\quad Final critical-path share of the clock period & 69.8\% \\
\quad Final tally of hold violations & 0 \\
\quad Worst Slack Setup Final & 2.33 ns \\
\quad RSZ-0062 raised after global routing & no \\
\quad Highest Clock Rate & 0.186 GHz \\
\quad TNS Setup & 0 ns \\
\quad Actual transition at the worst max-transition pin & 0.909 ns \\
\quad Worst relative slew slack & 39.2\% \\
\quad Final-report setup violation count & 0 \\
\quad Post-route clock skew & 0.0160 ns \\
\quad Post-Route Hold Slack & 0.453 ns \\
\quad Final Max-Slew Violation Tally & 0 \\
\multicolumn{2}{l}{\textbf{Min path}} \\
\quad Kind of path behind the tightest hold check & reg2reg \\
\quad Worst Hold Path Cells & 1 \\
\multicolumn{2}{l}{\textbf{Drt}} \\
\quad Antenna-violating nets left & 0 \\
\quad Antenna diode instance count & 0 \\
\quad DRT Wirelength & 20300 microns \\
\quad Vias & 4565 \\
\quad Ratio of routed vias to standard cells & 5.31 \\
\quad Remaining routing DRC violations & 0 \\
\quad DR pass1 iterations & 6 \\
\quad Routed length per placed instance & 23.5 microns \\
\quad Initial DRC Count & 321 \\
\multicolumn{2}{l}{\textbf{Setup path}} \\
\quad Minimum setup slack among reg-to-reg paths & 6.95 ns \\
\quad Number of cells on the critical path & 5 \\
\quad Number of buffers and inverters on the critical path & 2 \\
\quad Worst reg-to-reg path cell count & 1 \\
\quad Maximum net fanout on the critical path & 33 \\
\quad Sort of element at the start of the critical path & flip-flop \\
\quad Top cell family by delay on the critical path & multiplexers \\
\quad Data arrival time of the worst path & 3.83 ns \\
\quad Kind of end point of the critical path & output pin \\
\quad Cell with the largest stage delay on the worst path & sky130\_fd\_sc\_hd\_\_dfxtp\_4 \\
\quad Critical path, cell by cell & buf\_4 -> mux4\_2 -> mux4\_2 -> mux2\_2 -> clkdlybuf4s50\_1 \\
\quad Most prevalent standard cell on the critical path & sky130\_fd\_sc\_hd\_\_mux4\_2 \\
\quad Critical Path RT & 6.16 ns \\
\quad Worst reg2reg startpoint & addr\_r[3] \\
\quad Termination of the worst setup path & dout[6] \\
\quad Maximum cell stage delay along the critical path & 0.77 ns \\
\quad Critical setup path kind & reg2out \\
\multicolumn{2}{l}{\textbf{Clock tree}} \\
\quad Post-CTS clock slew at the launch and capture registers of the worst setup and hold paths & 0.05 ns \\
\quad Hold-fix buffer count after cts & 0 \\
\quad Cts bufs inserted & 29 \\
\quad H-tree level count & 1 \\
\quad Post-cts gate resize count & 0 \\
\quad Setup bufs post-CTS & 0 \\
\quad Clock Path Buffers & 3 \\
\quad CTS tree & done \\
\quad Number of clock sinks & 275 \\
\quad Root Driver & sky130\_fd\_sc\_hd\_\_clkbuf\_16 \\
\quad Worst-Skew Late Latency & 0.53 ns \\
\multicolumn{2}{l}{\textbf{Finish}} \\
\quad Share of post-route cells with drive strength above 1 & 28.0\% \\
\quad Number of non-filler instances in the completed layout & 860 \\
\quad Fill count & 2121 \\
\quad Layout overhead on the synthesized area & 13.8\% \\
\multicolumn{2}{l}{\textbf{Flow run}} \\
\quad OpenROAD warning count & 25 \\
\quad Number of maximum-capacitance constraint violations & 0 \\
\multicolumn{2}{l}{\textbf{Outcome}} \\
\quad Outcome & finished, final reports clean \\
\hline
\end{tabular}
[cell usage in the layout, fill, tap and decap left out, types with 5 or more instances in the layout]
master and n:
sky130_fd_sc_hd__nand3b_1 5, sky130_fd_sc_hd__buf_4 12, sky130_fd_sc_hd__clkbuf_1 8, sky130_fd_sc_hd__and2_1 9, sky130_fd_sc_hd__clkinv_1 5, sky130_fd_sc_hd__edfxtp_1 261
sky130_fd_sc_hd__mux2_2 13, sky130_fd_sc_hd__nor2_1 35, sky130_fd_sc_hd__conb_1 5, sky130_fd_sc_hd__dfxtp_1 12, sky130_fd_sc_hd__clkbuf_16 29, sky130_fd_sc_hd__mux4_2 80
sky130_fd_sc_hd__clkdlybuf4s50_1 25
[state kept, by name, summed over array words and instances (netlist names), named ones only]
| signal | cells |
|---|---|
| addr_r | 5 |
| dram | 256 |
| flash | 1 |
| state | 8 |
[power groups by stage]
stage                 logic (W)  registers, W  clock network [W]
after global routing   0.000243       0.00168            0.00135
after CTS              0.000229       0.00168            0.00129
final                  0.000223       0.00168            0.00127
[worst min path at each step]
| stage | from | endpoint |
|---|---|---|
| CTS | state[0] | state[4] |
| global route | state[0] | state[4] |
| finish | state[0] | state[4] |
[per-stage QoR]
stage | instance area, sq um | util, % | power [W]
after global placement | 11200 | 43.0 | 0.00193
after CTS | 12000 | 46.3 | 0.00320
final | 12000 | 46.3 | 0.00317
after floorplan | 10600 | - | 0.00184
after global routing | 12000 | 46.3 | 0.00328
after detailed placement | 11200 | 43.0 | 0.00194
[final cells by class]
class / instances / area (sq um) / area share [%]
Clock buffer: 40 / 797 / 6.62
Multi-Input combinational cell: 161 / 2280 / 18.9
Clock inverter: 11 / 77.6 / 0.644
Timing Repair Buffer: 37 / 340 / 2.83
Sequential cell: 275 / 8120 / 67.5
Inverter: 1 / 3.75 / 0.0312
Tap cell: 335 / 419 / 3.48
[routing by layer]
layer | up-vias | routed length [microns]
met1 | 2303 | 7170
li1 | 2000 | -
met5 | - | 0
met3 | 24 | 3080
met2 | 238 | 9700
met4 | 0 | 301
[cells by family after synthesis]
kind of cell / after synthesis
other: 1
muxes: 93
buffers and inverters: 32
xor gates and xnor gates: 1
and+or+nand+nor: 62
DFF: 275
Power and IR drop assume default switching activity.
